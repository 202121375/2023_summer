File: flow/constraint.sdc
current_design rca

set clk_period 5.0
set clk_io_pct 0.2

create_clock -name clk0 -period $clk_period

set non_clock_inputs [all_inputs -no_clocks]
set_input_delay [expr $clk_period * $clk_io_pct] -clock clk0 $non_clock_inputs
set_output_delay [expr $clk_period * $clk_io_pct] -clock clk0 [all_outputs]
File: flow/design.v
module full_adder(
    input a,
    input b,
    input cin,
    output sum,
    output cout
);
wire carry0, carry1, carry2;
half_adder ha0(
    .a(a),
    .b(b),
    .sum(carry0),
    .cout(carry1)
);
half_adder ha1(
    .a(carry0),
    .b(cin),
    .sum(sum),
    .cout(carry2)
);
assign cout = carry1 | carry2;
endmodule
module half_adder(
    input a,
    input b,
    output sum,
    output cout
);
assign sum = a ^ b;
assign cout = a & b;
endmodule
module rca(
    input [3:0] a, 
    input [3:0] b,
    input cin,
    output [3:0] sum,
    output cout
);
wire [2:0] carry; 
full_adder fa0(
    .a(a[0]),
    .b(b[0]),
    .cin(cin),
    .sum(sum[0]),
    .cout(carry[0])
);
full_adder fa1(
    .a(a[1]),
    .b(b[1]),
    .cin(carry[0]),
    .sum(sum[1]),
    .cout(carry[1])
);
full_adder fa2(
    .a(a[2]),
    .b(b[2]),
    .cin(carry[1]),
    .sum(sum[2]),
    .cout(carry[2])
);
full_adder fa3(
    .a(a[3]),
    .b(b[3]),
    .cin(carry[2]),
    .sum(sum[3]),
    .cout(cout)
);
endmodule
File: flow/config.mk
export PLATFORM = sky130hd
export DESIGN_NAME = rca
export DESIGN_NICKNAME = rca
export VERILOG_FILES = /design/flow/design.v
export SDC_FILE = /design/flow/constraint.sdc
export NUM_CORES = 4
export LEC_CHECK = 1
export CORE_AREA = 10 10 70 70
export DIE_AREA = 0 0 80 80
File: flow/run.sh
#!/bin/bash
# OpenROAD 26Q1-2900-gdf79404cd8, Yosys 0.63+post, stock flow scripts
make -C /OpenROAD-flow-scripts/flow DESIGN_CONFIG=/design/flow/config.mk WORK_HOME=/design/flow/orfs finish
==> run notes <==
impl run done, here's what came out: flop count 0, Finished Layout Cells approximately 74, most frequent logic cell in the layout clkdlybuf4s50_1, Seq pwr share 0%, yosys synthesis chip area 147.6 um^2, post-synth top area share 54.24%, arrival time worst endpoint ~3.5 ns, final global-route overflow total 0, Post-DP Area 315.3 um^2, setup TNS 0 ns, number of global-route vias before repair 162, Seq/Total Area, Yosys 0%, crit path DRT 4.00 ns, Via density about 1.8, GPL Wtd Cong 0.7945, Synth-to-Final Area Change 113.6%, sequential cell area 0 um^2, fmax 224.3 MHz, clock network power share 0%, dpl cells 74, sw power 8.117 uW, Port Buf Inserts 14, internal power ~20 uW, Setup Crit Path Kind in2out, Rows 21, DP Wirelength 449.9 um, and+or+nand+nor area frac 0%, most area-hungry cell type in the Yosys netlist fa_1, Adder Area Share 54.24%, gr usage total 1.392%, Cell Area, Synth ~150 um^2, switching portion of total power around 28%, slowest stage cell, crit path clkdlybuf4s50_1, largest net degree at the start of global routing 2, die height 80 um, final-layout clock buffer total 0, Slew @ Worst Pin 0.1045 ns, worst-path fanout max 1, starting DRC count in detailed routing 0, chip area 0.006400 mm^2, Die W 80 um, cell count in the Yosys report 18, crit-path cells clkdlybuf4s50_1 -> inv_1 -> fa_1 -> inv_1 -> fa_1 -> fa_1 -> inv_1 -> fa_1 -> inv_1 -> clkdlybuf4s50_1, first-pass GRT wire length between 700 and 800 um, drt first pass iters 1, post-cts resize count 0, CP startpoint a[0], average routed wire per standard cell about 6.1 um, status finished clean, n_diodes 0, distinct lib cells 3, final slew viol count 0, Top non-seq family adder cells, most instantiated logic cells after routing clkdlybuf4s50_1 (14), inv_1 (10), fa_1 (4), CP delay by family, top adder cells, syn avg cell area roughly 8 um^2, CP Capture Type output pin, number of antenna violations at the first check in global routing 0, Log Warnings 32, Layout fillers 408, Max-Cap Viols 0, xor/xnor share 0%, period utilisation layout 89.18%, Power Dens Cells ~91 mW/mm^2, RSZ-0062 raised after global routing false, via count 134, VDD IR max 22.56 uV, Hold Path Class in2out, Cell area leaders fa_1 (54%), inv_1 (25%), buf_4 (20%), CP Buf/Inv Count 6, hold_buf cts 0, slowest cell delay on critical path 0.46 ns, Startpoint Class input port, Final Hold Viols 0, Syn Inst Count 18, Logic pwr share 100.0%, # DRC 0, Compound Share, Synth 0%, Tmin final 4.459 ns, HP Start b[3], Ys Warns 0, Final ANT Viol Nets 0, setup repair bufs after CTS 0, Post-synth mux share 0%, final setup vio count 0, fraction of layout cells with a size suffix above 1 0%, final core utilization under 10%, Core Util at FP 4.322%, Slew headroom a little over 90%, Leakage 0.0001372 uW, Non-Filler Cell Area, Final 315.3 um^2, Core ar. 0.003416 mm^2, I/O Pins 14, final WL 449 um
==> power by group through the flow <==
stage	clock [uW]	combinational, uW	sequential (uW)
4_1_cts	0	29.8	0
6_report	0	28.7	0
5_1_grt	0	32.6	0
==> cell families (layout without fill, tap and decap cells) <==
| kind of cell | after synthesis | in the layout |
|---|---|---|
| buffers and inverters | 14 | 24 |
| adder cells (fa/ha/maj) | 4 | 4 |
==> routing by layer <==
layer,vias up,share of wire (%),track usage (%)
met5,-,0,0
met4,0,0,0
met3,0,18,0.7955
met2,14,25,1.766
met1,60,57,2.072
li1,60,-,-
==> stage by stage <==
step	hold WS, ns	total power, uW	setup WS [ns]
6_report	3.053	28.65	0.5409
5_1_grt	3.124	32.56	0.3829
2_1_floorplan	2.217	13.73	1.423
3_3_place_gp	3.042	29.04	0.5378
4_1_cts	3.070	29.75	0.4885
3_5_place_dp	3.065	29.56	0.5040
==> layout make-up <==
class | instances | area (um^2) | share of cell area (%)
multi-input combinational | 4 | 80.08 | 25.40
tap | 46 | 57.56 | 18.25
timing repair buffer | 14 | 140.1 | 44.44
inverter | 10 | 37.54 | 11.90
==> cells in the mapped netlist <==
cell type,instances
buf_4,4
fa_1,4
inv_1,10
==> worst paths after layout <==
check,slack (ns),end,cells after the start
max,0.54,sum[3],10
min,3.05,sum[3],5
Power figures rest on the tool's default switching activity, not on a simulated workload.
